[design/flow/design.v]
module UART_RX #(parameter CLK_FREQ=25000000,
                 parameter BAUD_RATE=115200)
  (input i_clk,i_reset,i_serial,
   output [7:0] o_data,
   output o_rx_done);
  localparam CLKS_PER_BAUD = (CLK_FREQ/BAUD_RATE);
  localparam BC_MAX_WIDTH = $clog2(CLKS_PER_BAUD);
  localparam IDLE = 2'b00, START = 2'b01,
             DATA = 2'b10, STOP = 2'b11;
  reg ff_sync,serial_sync;
  reg [1:0] r_fsm,fsm_next;
  reg [BC_MAX_WIDTH-1:0] r_baud,baud_next;
  reg [2:0] r_bit,bit_next;
  reg [7:0] r_data,data_next;
  reg done;
  always @ (posedge i_clk)
    if(i_reset)
      begin
        ff_sync <= 0;
        serial_sync <= 0;
        r_fsm <= IDLE;
        r_baud <= 0;
        r_bit <= 0;
        r_data <= 0;
      end
    else
      begin
        ff_sync <= i_serial;
        serial_sync <= ff_sync;
        r_fsm <= fsm_next;
        r_baud <= baud_next;
        r_bit <= bit_next;
        r_data <= data_next;
      end
  always @ (*)
    begin
      fsm_next = r_fsm;
      baud_next = r_baud;
      bit_next = r_bit;
      data_next = r_data;
      done = 1'b0;
      case (r_fsm)
        IDLE:
          begin
            baud_next=0;
            bit_next=0;
            if(serial_sync == 1'b0)
              fsm_next = START;
          end
        START:
          if(r_baud == (CLKS_PER_BAUD/2 - 1))
             if(serial_sync == 1'b0)
               begin
                 fsm_next = DATA;
                 baud_next = 0;
               end
             else
               fsm_next = IDLE;
          else
             baud_next = r_baud + 1;
        DATA:
          if(r_baud == (CLKS_PER_BAUD-1))
            begin
              if(r_bit == 7)
                begin
                  fsm_next = STOP;
                  data_next = {serial_sync,r_data[7:1]};
                  baud_next = 0;
                end
              else
                begin
                  bit_next = r_bit + 1;
                  data_next = {serial_sync,r_data[7:1]};
                  baud_next = 0;  
                end
            end
          else
            baud_next = r_baud + 1;
        STOP:
          if(r_baud == CLKS_PER_BAUD - 1)
            begin
              fsm_next = IDLE;
              done = 1'b1;
            end
          else
            baud_next = r_baud + 1;
        default:
          fsm_next = IDLE;
      endcase
    end
  assign o_rx_done = done;
  assign o_data = r_data;
endmodule
module UART_TX #(parameter CLK_FREQ=25000000,
                 parameter BAUD_RATE=115200)
  (input i_clk,i_reset,i_tx_dr,
   input [7:0] i_data,
   output o_serial,o_tx_busy);
  localparam CLKS_PER_BAUD = (CLK_FREQ/BAUD_RATE);
  localparam BC_MAX_WIDTH = $clog2(CLKS_PER_BAUD);
  localparam IDLE = 2'b00, START = 2'b01,
             DATA = 2'b10, STOP = 2'b11;
  reg [BC_MAX_WIDTH-1:0] r_baud,baud_next;
  reg [2:0] r_bit,bit_next;
  reg [1:0] r_fsm,fsm_next;
  reg [7:0] r_data,data_next;
  reg serial;
  reg busy;
  reg baud_en;
  always @ (posedge i_clk)
    if(i_reset)
      begin
        r_baud <= 0;
        r_bit <= 0;
        r_fsm <= IDLE;
        r_data <= 0;
      end
    else
      begin
        r_baud <= baud_next;
        r_bit <= bit_next;
        r_fsm <= fsm_next;
        r_data <= data_next;
      end
  always @ (*)
    begin
      fsm_next = r_fsm;
      bit_next = r_bit;
      baud_next = r_baud;
      data_next = r_data;
      serial = 1'b1;
      busy = 1'b1;
      baud_en = 0;
      case (r_fsm)
        IDLE:
          begin
            busy = 1'b0;
            bit_next = 0;
            baud_next = 0;
            if(i_tx_dr)
              begin
                fsm_next = START;
                data_next = i_data;
              end
          end
        START:
          begin
            serial = 1'b0;
            if(r_baud == (CLKS_PER_BAUD - 1))
              begin
                baud_en = 1;
                fsm_next = DATA;
                baud_next = 0;
              end
            else
              baud_next = r_baud + 1;
          end
        DATA:
          begin
            serial = r_data[r_bit];
            if(r_baud == (CLKS_PER_BAUD - 1))
              begin
                if(r_bit == 7)
                  begin
                    fsm_next = STOP;
                    baud_next = 0;
                  end
                else
                  begin
                    bit_next = r_bit + 1;
                    baud_next = 0;
                  end
                baud_en = 1;
              end
            else
              baud_next = r_baud + 1;
          end
        STOP:
          begin
            serial = 1'b1;
            if(r_baud == (CLKS_PER_BAUD - 1))
              begin
                baud_en = 1;
                fsm_next = IDLE;
                busy = 1'b0;
              end
            else
              baud_next = r_baud + 1;
          end
        default:
          fsm_next = IDLE;
      endcase
    end
  assign o_serial = serial;
  assign o_tx_busy = busy;
endmodule
module seven_seg (input [3:0] i_bin,
                  output [6:0] o_hex);
  reg [6:0] hex_encoding;
  always @ (*)
    begin
      case (i_bin)
          4'b0000: hex_encoding = 7'b1111110;     
          4'b0001: hex_encoding = 7'b0110000;     
          4'b0010: hex_encoding = 7'b1101101;     
          4'b0011: hex_encoding = 7'b1111001;     
          4'b0100: hex_encoding = 7'b0110011;	  
          4'b0101: hex_encoding = 7'b1011011;     
          4'b0110: hex_encoding = 7'b1011111;     
          4'b0111: hex_encoding = 7'b1110000;     
          4'b1000: hex_encoding = 7'b1111111;     
          4'b1001: hex_encoding = 7'b1111011;     
          4'b1010: hex_encoding = 7'b1110111;     
          4'b1011: hex_encoding = 7'b0011111;     
          4'b1100: hex_encoding = 7'b1001110;     
          4'b1101: hex_encoding = 7'b0111101;     
          4'b1110: hex_encoding = 7'b1001111;     
          4'b1111: hex_encoding = 8'b1000111;     
        default:
          hex_encoding = 7'b0000001;  
      endcase
    end
  assign o_hex = hex_encoding;
endmodule
module UART_loopback_top (input i_clk, i_reset,
                          input i_uart_rx,
                          output o_uart_tx,
   output o_Segment1_A,  
   output o_Segment1_B,
   output o_Segment1_C,
   output o_Segment1_D,
   output o_Segment1_E,
   output o_Segment1_F,
   output o_Segment1_G,
   output o_Segment2_A,  
   output o_Segment2_B,
   output o_Segment2_C,
   output o_Segment2_D,
   output o_Segment2_E,
   output o_Segment2_F,
   output o_Segment2_G);   
  wire rx_data_ready;
  wire [7:0] rx_data;
  wire tx_busy;
  wire tx_serial;
  wire [6:0] seg1, seg2;
  UART_TX uart_tx_inst (.i_clk(i_clk),.i_reset(i_reset),
                        .i_tx_dr(rx_data_ready),
                        .i_data(rx_data),
                        .o_serial(tx_serial),
                        .o_tx_busy(tx_busy));
  UART_RX uart_rx_inst (.i_clk(i_clk),.i_reset(i_reset),
                        .i_serial(i_uart_rx),
                        .o_data(rx_data),
                        .o_rx_done(rx_data_ready));
  assign o_uart_tx = tx_serial;
  seven_seg segment1 (.i_bin(rx_data[7:4]),
                   .o_hex(seg1));
  seven_seg segment2 (.i_bin(rx_data[3:0]),
                  .o_hex(seg2)); 
  assign o_Segment1_A = ~seg1[6];  
  assign o_Segment1_B = ~seg1[5];
  assign o_Segment1_C = ~seg1[4];  
  assign o_Segment1_D = ~seg1[3];                   
  assign o_Segment1_E = ~seg1[2];                        
  assign o_Segment1_F = ~seg1[1];                        
  assign o_Segment1_G = ~seg1[0];  
  assign o_Segment2_A = ~seg2[6]; 
  assign o_Segment2_B = ~seg2[5];
  assign o_Segment2_C = ~seg2[4];  
  assign o_Segment2_D = ~seg2[3];                   
  assign o_Segment2_E = ~seg2[2];                        
  assign o_Segment2_F = ~seg2[1];                        
  assign o_Segment2_G = ~seg2[0]; 
endmodule
[design/flow/run.sh]
#!/bin/bash
# OpenROAD 26Q1-2900-gdf79404cd8, Yosys 0.63+post, stock flow scripts
make -C /OpenROAD-flow-scripts/flow DESIGN_CONFIG=/design/flow/config.mk WORK_HOME=/design/flow/orfs finish
[design/flow/config.mk]
export PLATFORM = sky130hd
export DESIGN_NAME = UART_loopback_top
export DESIGN_NICKNAME = UART_loopback_top
export VERILOG_FILES = /design/flow/design.v
export SDC_FILE = /design/flow/constraint.sdc
export NUM_CORES = 4
export LEC_CHECK = 1
export CORE_UTILIZATION = 30
[design/flow/constraint.sdc]
current_design UART_loopback_top

set clk_period 4.5
set clk_io_pct 0.2

create_clock -name clk0 -period $clk_period [get_ports {i_clk}]

set non_clock_inputs [all_inputs -no_clocks]
set_input_delay [expr $clk_period * $clk_io_pct] -clock clk0 $non_clock_inputs
set_output_delay [expr $clk_period * $clk_io_pct] -clock clk0 [all_outputs]
==> impl_metrics.csv <==
group,metric,value,unit
pwr,p_leak,0.00153,uW
global_route,grt_antenna_before_repair,0,
pwr,sw_frac_of_total,22.0,%
timing,setup_slack,1.36,ns
global_route,overflow,0,
timing,setup_tns,0,ns
job,warnings,39,
timing,relSlewSlack,48.7,%
logic_synthesis,yosys_warnings,3,
logic_synthesis,avgSynthCellArea,8.55,sq um
logic_synthesis,xor_share,2.90,%
critical_path,r2r.worst_path.cells,12,
clock_tree,clock_sinks,62,
floorplan,row_count,38,
hold_path,hp-class,"reg2reg",
logic_synthesis,aoi_share,16.0,%
outcome,status,"complete, no violations",
critical_path,crit_type,"reg2out",
timing,holdWs,0.445,ns
place,dpl_cell_area,0.00357,sq mm
logic_synthesis,yosys.area_share.simple,21.5,%
logic_synthesis,async_reset_ff_share,0,%
layout,utilization,34.8,%
logic_synthesis,seq_area_frac_synth,37.3,%
timing,rsz0062_at_grt,"false",
global_route,grt_pass1_vias,2402,
timing,period_used_share,69.8,%
critical_path,worstPathArrival,2.24,ns
critical_path,r2r_end,"seg1[6]",
pwr,clkPwrFrac,44.9,%
clock_tree,cts_htree_levels,3,
logic_synthesis,yosysUniqueCellTypes,60,
place,dp_hpwl,4420,um
timing,period_needed,3.14,ns
clock_tree,numCtsBuffers,9,
pwr,netSwitchingPower,239,uW
detailed_routing,first_pass_iters,4,
floorplan,dieHeight,107,um
layout,comb_area,0.00187,sq mm
timing,finalClockSkew,0.00615,ns
logic_synthesis,ys.flops,62,
pwr,powerDensity,288,mW/mm^2
clock_tree,cts_tree,"yes",
critical_path,crit_path_max_fanout,4,
detailed_routing,viasPerCell,4.84,
logic_synthesis,synth_area,0.00332,sq mm
detailed_routing,routedWlPerCell,11.7,um
logic_synthesis,yosysChipArea,0.00332,sq mm
critical_path,r2r_slack,1.54,ns
clock_tree,cts_hold_buf,0,
logic_synthesis,synthCells,389,
timing,finalSetupViolations,0,
global_route,grt_first_pass_wirelength,10800,um
clock_tree,path_clk_slew,0.07,ns
critical_path,crit_required,3.60,ns
clock_tree,clockBufferDepth,2,
detailed_routing,routed_wirelength,6330,um
pwr,p_comb_share,3.7,%
logic_synthesis,ys_top_cells_by_area,"dfxtp_1 (37%), ha_1 (8.3%), nor2_1 (5.6%)",
layout,drive_above_1_share,8.46,%
clock_tree,cts_root_buffer,"clkbuf_8",
timing,hold_violations,0,
layout,final_area,0.00377,sq mm
logic_synthesis,muxShareOfSynthArea,7.56,%
detailed_routing,n_antenna_cell,0,
floorplan,core,0.0108,sq mm
logic_synthesis,top_area_cell,"dfxtp_1",
timing,fmax,0.318,GHz
floorplan,die_width,107,um
logic_synthesis,flop_cell,"dfxtp_1",
detailed_routing,drt_iter0_markers,80,
logic_synthesis,synth_adder_area_share,8.28,%
job,cap_violations,0,
logic_synthesis,ys_cells,389,
floorplan,fp-utilization,30.7,%
pwr,p_seq_share,51.4,%
detailed_routing,vias,2625,
logic_synthesis,edf_count,0,
layout,fill_cells,1136,
place,port_buffers,17,
hold_path,whs_path_depth,1,
critical_path,end_kind,"primary output",
critical_path,critPathLaunchType,"register",
hold_path,holdCritStartpoint,"uart_rx_inst.ff_sync",
layout,regArea,0.00124,sq mm
place,detailedPlace.worstSlack,1.59,ns
logic_synthesis,top_area_share,37.3,%
pwr,ir_worst_vdd,124,uV
timing,maxSlewViolCount,0,
floorplan,dieArea,0.0115,sq mm
pwr,power.internal,846,uW
global_route,grt_max_degree,32,
hold_path,min_to,"uart_rx_inst.serial_sync",
clock_tree,ctsResizeCount,0,
logic_synthesis,ys_top_logic_family,"simple AND/OR/NAND/NOR gates",
clock_tree,cts_setup_buffers,0,
critical_path,reg2reg_from,"uart_rx_inst.r_baud[0]",
detailed_routing,ant_nets,0,
timing,worst_pin_slew,0.763,ns
layout,area_growth_syn_to_layout,13.3,%
clock_tree,clkLatencyLatePin,0.33,ns
floorplan,ios,18,
detailed_routing,drc,0,
global_route,grt_use_total,11.7,%
place,globalplace.congestion,0.870,
worst max-delay path, stage by stage, from the launching register on:
cell and delay, ns:
dfxtp_1 0.43, mux4_2 0.53, mux2_2 0.27, a211o_1 0.29
clkdlybuf4s50_1 0.39
layout make-up:
cell class,instances,area share (%)
repair buffers,18,4.58
multi-input cells,278,49.6
clock inverters,3,1.20
well taps,140,4.65
inverters,30,2.99
flip-flops and latches,62,32.9
clock buffers,11,4.02
registers in the layout, summed over array words and instances (netlist names):
name and count:
seg1 7, uart_rx_inst.r_bit 3, uart_rx_inst.r_data 8, uart_tx_inst.r_baud 8, uart_rx_inst.r_fsm 4, uart_rx_inst.serial_sync 1, uart_tx_inst.r_data 8, uart_tx_inst.r_bit 3
uart_tx_inst.r_fsm 4, uart_rx_inst.ff_sync 1, uart_rx_inst.r_baud 8, seg2 7
through the flow:
step	std cells	total power, uW
detailed placement	528	610
global route	542	1130
floorplan	389	602
CTS	542	1100
finish	542	1090
global placement	528	610
per-layer routing:
metal | global-route usage [%] | vias up | routed length, um
met5 | 0 | - | 0
met4 | 2.35 | 0 | 112
met3 | 1.85 | 10 | 177
met2 | 17.8 | 37 | 2770
met1 | 17.7 | 1207 | 3260
li1 | - | 1371 | -
layout by cell type (no fill, tap or decap), drive strengths merged, types with 13 or more instances in the layout:
cell type,instances
o21ai,14
mux2i,15
ha,22
dfxtp,62
a21oi,28
nand2,38
nor2,51
nor3,13
inv,30
clkdlybuf4s50,16
how the worst max path moves through the flow:
stage | from | endpoint | cells after the start
4_1_cts | uart_tx_inst.r_bit[0] | o_uart_tx | 4
5_1_grt | uart_tx_inst.r_bit[0] | o_uart_tx | 4
6_report | uart_tx_inst.r_bit[0] | o_uart_tx | 4
logic make-up (layout without fill, tap and decap cells):
family	Yosys count	count (layout)
AND-OR/OR-AND	80	80
XOR/XNOR	11	11
flip-flops	62	62
buffers and inverters	49	62
adder cells (fa/ha/maj)	22	22
AND/OR/NAND/NOR	144	144
multiplexers	21	21
Yosys cell counts, drive strengths merged, types with 4 or more instances:
library cell	n
ha	22
inv	30
nor2b	4
xor2	6
nand2	38
nand4	5
a22oi	5
xnor2	5
a31oi	5
o21ai	14
mux2	4
a21oi	28
mux2i	15
nor3	13
dfxtp	62
nor2	51
nand3	11
clkbuf	13
buf	6
power groups by stage:
| stage | Sequential (uW) | Clock (uW) | Combinational, uW |
|---|---|---|---|
| finish | 558 | 487 | 40.1 |
| global route | 558 | 527 | 45.2 |
| CTS | 558 | 504 | 40.2 |
Power and IR drop assume default switching activity.
